--- design/flow/design.v ---
module divider(clk,d_clock,rst,div_f);
input clk,rst;
output reg d_clock; 
reg[15:0]divide_counter; 
input [15:0]div_f; 
always@(posedge clk,negedge rst)
	if(!rst)divide_counter<=0;
	else if(divide_counter==div_f)divide_counter<=0;
	else divide_counter<=divide_counter+1;
always@(negedge clk,negedge rst)
	if(!rst)d_clock<=0;
	else if(divide_counter<(div_f/2+1))d_clock<=0;
	else d_clock<=1;
endmodule
--- design/flow/run.sh ---
#!/bin/bash
# OpenROAD 26Q1-2900-gdf79404cd8, Yosys 0.63+post, stock flow scripts
make -C /OpenROAD-flow-scripts/flow DESIGN_CONFIG=/design/flow/config.mk WORK_HOME=/design/flow/orfs finish
--- design/flow/config.mk ---
export PLATFORM = sky130hd
export DESIGN_NAME = divider
export DESIGN_NICKNAME = divider
export VERILOG_FILES = /design/flow/design.v
export SDC_FILE = /design/flow/constraint.sdc
export NUM_CORES = 4
export LEC_CHECK = 1
export CORE_UTILIZATION = 30
--- design/flow/constraint.sdc ---
current_design divider

set clk_period 3.1
set clk_io_pct 0.2

create_clock -name clk0 -period $clk_period [get_ports {clk}]

set non_clock_inputs [all_inputs -no_clocks]
set_input_delay [expr $clk_period * $clk_io_pct] -clock clk0 $non_clock_inputs
set_output_delay [expr $clk_period * $clk_io_pct] -clock clk0 [all_outputs]
==> flow_results.xml <==
<?xml version="1.0" encoding="UTF-8"?>
<metrics>
  <group name="power_and_ir_drop">
    <metric name="static-leakage-power" unit="nW">0.9010</metric>
    <metric name="pwr_density_cell" unit="nW/µm²">335.3</metric>
    <metric name="totalPowerFinal" unit="mW">0.7229</metric>
    <metric name="worst_ir_drop_vdd" unit="mV">0.3231</metric>
  </group>
  <group name="final_timing">
    <metric name="final_hold_viol_count" unit="">0</metric>
    <metric name="tightest_slew" unit="ns">0.3370</metric>
    <metric name="timing.final.max_slew_violations" unit="">0</metric>
    <metric name="setup_violations" unit="">1</metric>
    <metric name="worst_hold_margin" unit="ns">0.6359</metric>
    <metric name="unrepaired_setup_endpoints_after_global_routing" unit="">yes</metric>
    <metric name="timing.final.ws_setup" unit="ns">-0.3749</metric>
    <metric name="clock_skew" unit="ns">0.01925</metric>
    <metric name="relSlewSlack" unit="%">77.54</metric>
  </group>
  <group name="place">
    <metric name="place_area" unit="µm²">2007</metric>
    <metric name="place.detailed.instances" unit="">279</metric>
    <metric name="place.detailed.hpwl" unit="µm">2835</metric>
    <metric name="globalplace.congestion" unit="">0.8490</metric>
    <metric name="port_buffers" unit="">18</metric>
  </group>
  <group name="die">
    <metric name="core_region_area" unit="µm²">4817</metric>
    <metric name="num_rows" unit="">25</metric>
    <metric name="die_area" unit="µm²">5399</metric>
    <metric name="die_h" unit="µm">73.48</metric>
    <metric name="ios" unit="">19</metric>
    <metric name="initial_utilization" unit="%">31.82</metric>
    <metric name="die-width" unit="µm">73.48</metric>
  </group>
  <group name="cells_and_area">
    <metric name="final_cell_area" unit="µm²">2156</metric>
    <metric name="final_layout_size_suffix_gt1_share" unit="%">28.44</metric>
    <metric name="n_fill_cell" unit="">466</metric>
    <metric name="syn_to_final_growth" unit="%">40.65</metric>
    <metric name="fin_cells" unit="">285</metric>
  </group>
  <group name="logic_synthesis">
    <metric name="ys_cells" unit="">170</metric>
    <metric name="synth.cellmix.adderShare" unit="%">13.88</metric>
    <metric name="mux_area_share" unit="%">0</metric>
    <metric name="simple_gate_share_of_the_synthesized_area" unit="%">26.29</metric>
    <metric name="synth_area" unit="µm²">1533</metric>
    <metric name="synth_flops" unit="">17</metric>
    <metric name="xor_area_share" unit="%">22.29</metric>
    <metric name="ys_warn_count" unit="">1</metric>
    <metric name="ys_top_cells_by_area" unit="">dfrtp_1 26%, xnor2_1 14%, ha_1 14%, xor2_1 8.0%, nand3_1 4.2%</metric>
    <metric name="yosys.area_share.aoi" unit="%">7.837</metric>
    <metric name="yosysTopAreaCell" unit="">dfrtp_1</metric>
    <metric name="synth.top_cell.area_share" unit="%">26.12</metric>
    <metric name="syn_avg_cell_area" unit="µm²">9.016</metric>
    <metric name="post_synth_inst_count" unit="">170</metric>
    <metric name="seq_area_frac_synth" unit="%">27.76</metric>
    <metric name="yosysUniqueCellTypes" unit="">28</metric>
    <metric name="ys_chip_area" unit="µm²">1533</metric>
    <metric name="main_logic_family_after_synthesis" unit="">simple AND/OR/NAND/NOR gates</metric>
  </group>
  <group name="min_path">
    <metric name="hold_class" unit="">flop to flop</metric>
    <metric name="min_delay_worst_endpoint" unit="">divide_counter[0]</metric>
    <metric name="holdCritStartpoint" unit="">divide_counter[0]</metric>
    <metric name="whs_path_depth" unit="">1</metric>
  </group>
  <group name="worst_setup_path">
    <metric name="critPathMaxFanout" unit="">5</metric>
    <metric name="timing.rr.start" unit="">divide_counter[2]</metric>
    <metric name="critical-path-max-stage-delay" unit="ns">0.27</metric>
    <metric name="crit_cells" unit="">9</metric>
    <metric name="cp_data_required_time" unit="ns">1.65</metric>
    <metric name="timing.critical_path.cells" unit="">buf_6 &gt; and3_4 &gt; and3_4 &gt; and3b_2 &gt; xnor2_1 &gt; ha_1 &gt; and3_4 &gt; o211ai_1 &gt; o211ai_1</metric>
    <metric name="r2r_end" unit="">d_clock</metric>
    <metric name="worst_path_most_repeated_cell" unit="">and3_4</metric>
    <metric name="cp-end-kind" unit="">flop</metric>
    <metric name="critPathLaunchType" unit="">primary input</metric>
    <metric name="worst_path_arrival_time" unit="ns">2.03</metric>
    <metric name="reg2regPathDepth" unit="">5</metric>
    <metric name="setup.worst_path.class" unit="">primary input to flop</metric>
    <metric name="rrSetupSlack" unit="ns">0.17</metric>
    <metric name="cpLargestDelayFamily" unit="">simple AND/OR/NAND/NOR gates</metric>
    <metric name="timing.critical_path.buf_inv" unit="">1</metric>
    <metric name="critPathSlowestCell" unit="">ha_1</metric>
  </group>
  <group name="clock_tree">
    <metric name="postCtsHoldBufs" unit="">0</metric>
    <metric name="tritoncts_clock_tree" unit="">done</metric>
    <metric name="cts-root-to-sink-buffers" unit="">2</metric>
    <metric name="h_tree_lvls" unit="">1</metric>
    <metric name="clock_sinks" unit="">17</metric>
    <metric name="worstSkewPairLatency" unit="ns">0.26</metric>
    <metric name="root_buffer" unit="">clkbuf_8</metric>
    <metric name="path_clk_slew" unit="ns">0.06</metric>
    <metric name="cts_made_buffers" unit="">3</metric>
  </group>
  <group name="run">
    <metric name="total_number_of_warnings_across_the_stage_logs" unit="">28</metric>
    <metric name="drv.max_cap_violation_count" unit="">0</metric>
  </group>
  <group name="run_status">
    <metric name="run_status" unit="">complete, but fails checks</metric>
    <metric name="failed_checks" unit="">negative setup slack</metric>
  </group>
  <group name="global_route">
    <metric name="via_count_of_the_first_global_routing_pass" unit="">1352</metric>
    <metric name="grt_first_pass_wirelength" unit="µm">6292</metric>
    <metric name="grt_overflow_total" unit="">0</metric>
    <metric name="grt_max_degree" unit="">17</metric>
    <metric name="antenna_found_initial" unit="">0</metric>
    <metric name="globalRouteTotalUtil" unit="%">15.12</metric>
  </group>
  <group name="drt">
    <metric name="post_drt_via_cell_ratio" unit="">4.905</metric>
    <metric name="detailed_route_wire_length_per_cell" unit="µm">12.81</metric>
    <metric name="drt_wl_total" unit="µm">3650</metric>
    <metric name="antenna-diode-count" unit="">0</metric>
    <metric name="ant_nets" unit="">0</metric>
    <metric name="vias" unit="">1398</metric>
    <metric name="drtPass1Iterations" unit="">4</metric>
    <metric name="drtIter0Drc" unit="">51</metric>
    <metric name="drcViolationCount" unit="">0</metric>
  </group>
</metrics>
-- metrics by stage --
| stage | utilization [%] | setup WS, ns | TNS (ns) |
|---|---|---|---|
| after global routing | 44.75 | -0.4361 | -0.4361 |
| after CTS | 43.84 | -0.3860 | -0.3860 |
| after detailed placement | 41.66 | -1.159 | -1.159 |
| after global placement | 41.66 | -1.110 | -1.110 |
| after floorplan | - | -0.4920 | -0.4920 |
| final | 44.75 | -0.3749 | -0.3749 |
-- layout make-up --
class	count	area (µm²)	share of cell area, %
multi-input combinational	149	1207	56.01
sequential	17	425.4	19.73
timing repair buffer	46	386.6	17.93
tap	67	83.83	3.889
clock buffer	4	45.04	2.089
inverter	2	7.507	0.3482
-- repair_timing --
action,4_1_cts,5_1_grt
gates resized,58,7
endpoints found under the setup margin,2,1
buffers inserted,2,0
cloned,0,0
pin swaps,25,11
-- cell usage in the layout, fill, tap and decap left out, types with 3 or more instances in the layout --
| cell | count |
|---|---|
| xor2_1 | 14 |
| dfrtp_1 | 16 |
| ha_4 | 3 |
| a21oi_2 | 3 |
| and3_1 | 4 |
| nor2_1 | 12 |
| buf_6 | 8 |
| dlygate4sd2_1 | 7 |
| or3_1 | 4 |
| ha_1 | 14 |
| a21oi_1 | 6 |
| nand3_1 | 11 |
| clkdlybuf4s50_1 | 3 |
| buf_4 | 26 |
| clkbuf_8 | 3 |
| o21ai_0 | 7 |
| nand4_1 | 9 |
| xnor2_1 | 23 |
| and3_4 | 4 |
| nand2_1 | 10 |
-- cell usage after synthesis (all sizes together) --
cell and count:
and3 9, a211oi 1, nand4 9, inv 2, xor2 14, and4 2
nor4 1, nand3 14, nor2 14, nand2b 1, nor3 2, nor3b 2
a21oi 9, o21ai 9, ha 17, a21o 1, xnor2 25, dfrtp 16
buf 2, and2 1, o211ai 2, nor2b 1, dfrtn 1, nand2 10
and3b 1, or3 4
-- state kept, by name, indices dropped and copies added, names as in the netlist --
register	cells
divide_counter	16
d_clock	1
-- kinds of logic after synthesis --
kind of cell / count (synthesis)
adders and majority gates: 17
DFF: 17
xor gates and xnor gates: 39
AOI/OAI and AO/OA: 22
buffers and inverters: 4
and+or+nand+nor: 71
-- per-layer routing --
metal	vias up	share of wire [%]	wire length, µm	GRT usage [%]
li1	711	-	-	-
met1	667	50	1827	22.40
met2	18	46	1684	24.87
met3	2	3.5	127	2.358
met4	0	0.27	10	0.6410
met5	-	0	0	0
-- worst max path at each step --
stage | from | end | slack [ns]
after CTS | div_f[6] | d_clock | -0.39
final | div_f[6] | d_clock | -0.37
after global routing | div_f[6] | d_clock | -0.44
-- worst register-to-register path: stages (launching register included) --
cell	delay, ns
dfrtp_1	0.39
ha_1	0.30
o21ai_0	0.17
nand2b_1	0.10
a21oi_2	0.19
o211ai_1	0.10
-- power by group --
| group | internal, mW | switching, mW | total (mW) | leakage (nW) |
|---|---|---|---|---|
| clock | 0.0911 | 0.0720 | 0.163 | 0.0228 |
| combinational | 0.139 | 0.152 | 0.292 | 0.659 |
| sequential | 0.246 | 0.0224 | 0.268 | 0.219 |
| total | 0.476 | 0.247 | 0.723 | 0.901 |
Power and IR drop assume default switching activity.

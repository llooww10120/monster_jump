===== constraint.sdc =====
current_design controll

set clk_period 2.2
set clk_io_pct 0.2

create_clock -name clk0 -period $clk_period [get_ports {clk}]

set non_clock_inputs [all_inputs -no_clocks]
set_input_delay [expr $clk_period * $clk_io_pct] -clock clk0 $non_clock_inputs
set_output_delay [expr $clk_period * $clk_io_pct] -clock clk0 [all_outputs]

===== run.sh =====
#!/bin/bash
# OpenROAD 26Q1-2900-gdf79404cd8, Yosys 0.63+post, stock flow scripts
make -C /OpenROAD-flow-scripts/flow DESIGN_CONFIG=/design/flow/config.mk WORK_HOME=/design/flow/orfs finish

===== design.v =====
module controll(up,clk,con_up);
input up,clk;
output reg con_up=1'b0;
reg up_b=1'b0;
reg[15:0]up_counter; 
always@(posedge clk)begin
	if(up&&!up_b)begin up_b=1'b1;end
	if(up_b) begin
		if(up_counter>=16'd1100)begin
			up_counter=1'b0;
			up_b=1'b0;
			con_up=1'b0;
		end
		else if(up_counter<16'd1100&&up_counter>15'b0)begin 
			con_up=1'b1;
		end 
		up_counter=up_counter+1'b1;
	end
	else begin
		up_counter=1'b0;
		up_b=1'b0;
		con_up=1'b0;
	end
end
endmodule

===== config.mk =====
export PLATFORM = sky130hd
export DESIGN_NAME = controll
export DESIGN_NICKNAME = controll
export VERILOG_FILES = /design/flow/design.v
export SDC_FILE = /design/flow/constraint.sdc
export NUM_CORES = 4
export LEC_CHECK = 1
export CORE_AREA = 10 10 89 89
export DIE_AREA = 0 0 99 99

==> run notes <==
flow finished, numbers: status complete, no violations, crit path time final 2.164 ns, Switch Pwr 0.0001173 W, Pre-Repair DR Iteration Count 4, Max Cap Viol 0, Setup WS post-layout 0.03610 ns, Die W 99 um, Num CTS Buffers 3, setup TNS 0 ns, peak fanout along the critical path 3, Post-synth seq share 47.21%, Critical Path Source Type flop, clk buf depth 2, Period Utilization, post-route 98.36%, gr usage total 2.787%, Cell Type Count 27, cell family contributing the most delay on the critical path AND-OR/OR-AND gates, Peak Freq 462.1 MHz, Via density 3.440, class of the worst hold path reg -> reg, Die ar. 0.009801 mm2, # diodes 0, Post-CTS Setup Bufs 0, non-filler cells, final 166, most frequent cells in the layout 18 x dfxtp_1, 13 x nor2_1, 5 x xnor2_1, 5 x buf_4, 5 x conb_1, largest net degree at the start of global routing 11, Syn. warnings 1, number of cells in Yosys stat 77, metal2 WL 591 um, core area 0.005991 mm2, final setup fails 0, Placement Setup Slack -0.03177 ns, final antenna-violating net count 0, RSZ-0062 raised after global routing yes, Comb power frac 2.0%, leak pwr 0.3315 nW, Die Ht 99 um, Commonest Layout Cell dfxtp_1, via count 571, Area growth syn-to-layout 31.80%, area of the mapped netlist 763.2 um2, DP HPWL 976.2 um, Post-synth EDFFs 0, CP peak stage delay 0.53 ns, Power Dens Cells 610.6 mW/mm2, top_reg_cell synth dfxtp_1, clk sinks 18, maximum vdd drop 0.1600 mV, clock latency on the worst-skew pair 0.25 ns, DRC viols 0, DRT met1 WL 716 um, Worst-path clk slew 0.07 ns, Inst Count DP 162, Data required, critical path 2.39 ns, register bit count reported by yosys 18, Internal 0.0004970 W, global-route wire length before repair 2387 um, DR iter-0 viols 33, gr ovfl total 0, CTS tree done, DR WL/cell 8.265 um, Net Sw Frac 19.09%, CP arrival 2.35 ns, Avg Inst Size Synth 9.912 um2, Highest Signal Layer met4, Reg power frac 54.7%, Final Wtd Congestion 0.7883, yosys stat area 763.2 um2, count of pins over their slew limit 0, post-route core utilization 16.79%, Cells after Synth 77, Buffers on Ports 2, Worst Setup End Kind flop, WL met3 48 um, floorplan row count 28, routed wire length 1372 um, Ports 3, root buffer cell clkbuf_8, CTS Hold Bufs 0, tool warnings 26, Clock power frac 43.2%, Worst path slowest cell or4_4, Setup CP Type reg -> reg, Core Util at FP 12.74%, Final Skew 0.004713 ns, final hold vios 0, proportion of layout cells with a drive suffix above 1 23.08%, WHS 0.4856 ns, Buf/Inv on CP 2, initial antenna violation count 0, H-tree Lvls 1, async set-reset flop share out of synthesis 0%, CP cell instances or4_4, a311oi_4, o21a_1, and2_1, ha_2, buf_4, inv_1, a31o_2, a21oi_2, vias in the first global route 518
## final timing paths
check	start	to	slack, ns	cells past startpoint
worst max register to register	up_counter[11]	up_counter[2]	0.04	9
worst min register to register	up_counter[0]	up_counter[0]	0.49	1
worst max-delay path	up_counter[11]	up_counter[2]	0.04	9
worst min-delay path	up_counter[0]	up_counter[0]	0.49	1
## layout make-up
| cell class | instances | area (um2) |
|---|---|---|
| fill | 641 | 4985 |
| multi-input combinational | 58 | 424.2 |
| sequential | 18 | 360.3 |
| tap | 75 | 93.84 |
| timing repair buffer | 7 | 57.56 |
| clock buffer | 4 | 55.05 |
| inverter | 4 | 15.01 |
## what timing repair did
action,4_1_cts,5_1_grt
resized,1,6
setup endpoints to repair,1,5
pin swaps,0,2
## power by group through the flow
stage                 combinational (W)  sequential, W  clock, W
after CTS                     0.0000125       0.000336  0.000274
final                         0.0000125       0.000336  0.000266
after global routing          0.0000140       0.000336  0.000283
## metal layers
layer,vias up,GRT usage [%]
met4,0,0.6615
met1,273,3.963
met5,-,0
met2,4,3.908
li1,292,-
met3,2,0.9866
## stage by stage
step	power (W)	instance area, um2
after CTS	0.0006227	985.9
after floorplan	0.0003502	778.2
after detailed placement	0.0003560	925.9
final	0.0006143	1006
after global placement	0.0003555	925.9
after global routing	0.0006331	1006
## cells by family after synthesis
| kind of cell | count (synthesis) | synth area share (%) |
|---|---|---|
| and+or+nand+nor | 36 | 23.44 |
| DFF | 18 | 47.21 |
| AOI/OAI and AO/OA | 9 | 16.72 |
| xor gates and xnor gates | 7 | 8.033 |
| buffers and inverters | 5 | 2.458 |
| adders and majority gates | 1 | 1.639 |
| other | 1 | 0.4913 |
## sequential cells by signal, summed over array words and instances (netlist names)
signal and cells:
up_b 1, up_counter 16, con_up 1
## cells in the mapped netlist (2+ instances only)
cell type  number  share of area (%)
xnor2_1         5                5.7
nor2_1         14                6.9
a21oi_1         2                1.3
and2_1          2                1.6
inv_1           4                2.0
xor2_1          2                2.3
dfxtp_1        18                 47
nor3_1          3                2.0
or4_1           2                2.0
nand2_1         4                2.0
nor4_1          2                1.6
nand3_1         4                2.6
No activity file was given, so power comes from the tool's default toggle rates.

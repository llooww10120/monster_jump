<file path="./design.v">
module barrier_pro(rst,clk,barrier);
input rst,clk;
output reg[7:0]barrier;
reg [39:0]barrier_out = 40'b1000_1000_0000_0000_0000_0000_0100_1000_1001_0000;
wire rand_num;
LFSR LFSR1(rst,clk,rand_num);
always@(posedge clk,negedge rst)begin
	if(!rst)barrier_out<=0;
	else begin 
		barrier_out<={barrier_out[38:0],1'b1};
		barrier = barrier_out[39:32];
	end
end
endmodule
module LFSR(rst_n,clk,rand_num);
input rst_n,clk;     
output reg rand_num;
reg [2:0]Y_t=3'b000;
reg [8:1]Y = 8'b1001_0001;
parameter [8:1]Tap_Coefficient=8'b101110001; 
parameter [7:1]initial_state = 8'b1001_0001;
always@(posedge clk or negedge rst_n)
begin
    if(!rst_n)
        Y   <=initial_state;
    else
        begin
			Y[1] <= Y[8];
			Y[2] <= Tap_Coefficient[7] ? Y[1] ^ Y[8] : Y[1];
			Y[3] <= Tap_Coefficient[6] ? Y[2] ^ Y[8] : Y[2];
			Y[4] <= Tap_Coefficient[5] ? Y[3] ^ Y[8] : Y[3];
			Y[5] <= Tap_Coefficient[4] ? Y[4] ^ Y[8] : Y[4];
			Y[6] <= Tap_Coefficient[3] ? Y[5] ^ Y[8] : Y[5];
			Y[7] <= Tap_Coefficient[2] ? Y[6] ^ Y[8] : Y[6];
			Y[8] <= Tap_Coefficient[1] ? Y[7] ^ Y[8] : Y[7];
			Y_t[2]<=Y[8];
			Y_t[1]<=Y_t[2];
			Y_t[0]<=Y_t[1];
		 if(Y_t>=6)begin
			rand_num<=1'b0;
			Y_t[2]<=0;
		end
		else
			rand_num<=Y_t[2];
        end
end
endmodule
</file>
<file path="./run.sh">
#!/bin/bash
# OpenROAD 26Q1-2900-gdf79404cd8, Yosys 0.63+post, stock flow scripts
make -C /OpenROAD-flow-scripts/flow DESIGN_CONFIG=/design/flow/config.mk WORK_HOME=/design/flow/orfs finish
</file>
<file path="./config.mk">
export PLATFORM = sky130hd
export DESIGN_NAME = barrier_pro
export DESIGN_NICKNAME = barrier_pro
export VERILOG_FILES = /design/flow/design.v
export SDC_FILE = /design/flow/constraint.sdc
export NUM_CORES = 4
export LEC_CHECK = 1
export CORE_AREA = 10 10 97 97
export DIE_AREA = 0 0 107 107
</file>
<file path="./constraint.sdc">
current_design barrier_pro

set clk_period 1.0
set clk_io_pct 0.2

create_clock -name clk0 -period $clk_period [get_ports {clk}]

set non_clock_inputs [all_inputs -no_clocks]
set_input_delay [expr $clk_period * $clk_io_pct] -clock clk0 $non_clock_inputs
set_output_delay [expr $clk_period * $clk_io_pct] -clock clk0 [all_outputs]
</file>
==> summary.txt <==
From the run reports.

- The combinational fraction of design power reads 1.9%.
- Buffers inserted during clock tree synthesis total 5.
- The maximum number of pins on one net before global-route repair is 28.
- The number of primary I/O pins reads 10.
- The area taken by multi-input combinational cells is reported as about 3.8 µm².
- The fraction of the cycle the final worst path needs reads 95.9%.
- The internal power contribution reads approximately 2.9 mW.
- The clock network latency to the later pin of the worst-skew pair is 0.28 ns.
- Timing analysis after detailed placement gives a worst setup slack of 0.0250 ns.
- The total number of clock tree sinks is 48.
- The worst setup path category reads reg -> out.
- The sequential share of power is 60.7%.
- Endpoints with negative setup slack in the final report add up to 0.
- The number of maximum-capacitance violations is 0.
- The horizontal die size reads between 100 and 150 µm.
- The final report gives the standard cell area, fillers excluded, as around 1600 µm².
- The count of buffer and inverter cells on the critical path is 1.
- The clock arrives with between 0.006 and 0.007 ns of skew.
- Per the breakdown, switching nets consume around 18% of all power.
- The final-layout fill cell count reads roughly 790.
- Measured in cells, the most critical reg-to-reg path has a length of 0.
- The cell area after synthesis is 1240 µm².
- The final-report max-slew violation count is 0.
- The synthesis-to-layout area growth reads 25.4%.
- The startpoint of the most critical register-to-register path is barrier_out[36].
- The via count reads ~420.
- The area inside the core boundary reads 7290 µm².
- Yosys mapped the design onto 3 distinct sky130hd cell types.
- During placement, the flow inserted port buffers numbering 9.
- At the end of the flow the core is filled with cells to 21.4%.
- The share of synthesized area occupied by flip-flops and latches is between 90% and 100%.
- The tally of nets with antenna violations remaining after routing is 0.
- The switching power summed over all nets reads 0.627 mW.
- After global routing the overflow that remains totals 0.
- The flip-flop and latch area reads around 1200 µm².
- The worst setup path is launched from a register.
- The synthesis warning total reads 3.
- For this block, the initial DRC count from the detailed router was 22.
- Per the synthesis report, the adder-cell share of the synthesized area is 0%.
- The number of post-CTS setup repair buffers reads 0.
- The final setup slack of the worst path reads approximately 0.041 ns.
- The area fraction in compound gates reads 0%.
- The tree is rooted in a sky130_fd_sc_hd__clkbuf_8.
- The clock slew at the register clock pins of the worst setup and hold paths reads 0.08 ns.
- Per the STA report, the cell with the highest stage delay on the worst path is sky130_fd_sc_hd__edfxtp_1.
- The required time of the critical path is approximately 0.80 ns.
- The flow ran to the end, and the final reports show no timing, DRC or antenna violations.
- The count of antenna diodes in the layout is 0.
- The first-pass GRT wire length reads 2.28 mm.
- The transition at the pin with the smallest max-transition slack reads about 0.56 ns.
- The final weighted congestion in routability-driven placement reads just under 0.7.
- Per the synth log, the flip-flop and latch total comes to approximately 48.
- The floorplan has 31 rows.
- The global-route usage over all layers is between 2 and 2.5%.
- The total wirelength of the detailed-routed design reads 1.31 mm.
- Setup repair after global routing could not meet its margin everywhere.
- The number of cells reported by Yosys stat comes to between 40 and 50.
- The number of antenna violations at the first check in global routing reads 0.
- The simple-gate share of the synthesized area reads 0%.
- Looking at the reg2reg group, the worst path ends at barrier[4].
- Walking the worst path, the cells encountered are buf_2.
- The buffer depth of the longest clock path is 2.
- The multiplexer area fraction after synthesis is 0%.
- The starting density of the core reads ~17%.
- The first-pass iteration count of the detailed router reads 2.
- Per the slew report, the remaining headroom to the max-slew limit stands at 62.6%.
- The number of levels the H-tree was split into reads 2.
- The instance area at placement reads between 1000 and 1500 µm².
- The final HPWL from detailed placement is slightly above 700 µm.
- TritonCTS built the clock tree.
- The layout cell share with drive strength beyond 1 reads around a quarter.
- The worst-case register-to-register setup slack reads roughly 0.37 ns.
- The count of mapped cells out of synthesis reads slightly below 50.
- The wire length per cell after detailed routing is roughly 8 µm.
- The floorplan step set the die height to ~110 µm.
- The total power divided by cell area reads about 2200 nW/µm².
- In this design, the largest share of critical-path delay is due to flip-flops.
- The report shows a maximum critical-path fanout of 1.
- The XOR/XNOR share of the synthesized area reads 0%.
- The final tally of hold violations is 0.
- After layout, the minimum clock period comes to between 0.9 and 1 ns.
- A synthesized cell averages 25.4 µm².
- The area figure in the yosys stat output is 1240 µm².
- In this run, the clock network consumes 37.3% of the power.
- The kind of end point of the critical path is an output pin.
- The critical path's largest stage delay reads about 0.36 ns.
- The power after layout is 3.49 mW.
- The total negative slack for setup checks is 0 ns.
- Warnings raised by the tools during the run amount to 26.
- The path category of the worst min-delay check is in -> async.
- The leakage power summed over all cells reads around 0.67 nW.
- For this run, design rule violations remaining after detail routing come to 0.
- The vias per cell reads between 2 and 2.5.
- The fmax reads between 1000 and 1500 MHz.
- The via count of the first global-routing pass reads about 440.
- The analysis reports a worst IR drop on VDD of approximately 1400 µV.
- The total die area reads ~11000 µm².
- The data arrival time reported for the critical path is about 0.76 ns.
-- state kept, by name, indices dropped and copies added, names as in the netlist --
name	cells
barrier	8
barrier_out	40
-- per-layer routing --
| metal | wire [µm] | share of wire [%] | track usage (%) |
|---|---|---|---|
| met5 | 0 | 0 | 0 |
| met4 | 16 | 1.2 | 0.484 |
| met3 | 154 | 12 | 1.82 |
| met2 | 394 | 30 | 2.41 |
| met1 | 740 | 57 | 4.06 |
-- power by group through the flow --
stage | Sequential [mW] | Clock (mW) | Combinational, mW
after CTS | 2.12 | 1.34 | 0.0725
final | 2.12 | 1.30 | 0.0679
after global routing | 2.13 | 1.44 | 0.0818
-- stage by stage --
stage               hold WS (ns)  cells
finish                    0.0484    168
global route              0.0757    168
CTS                       0.0588    168
detailed placement         0.146    159
global placement           0.142    159
floorplan                -0.0956     49
-- cells in the final DEF (no fill, tap or decap) --
master                           count
sky130_fd_sc_hd__edfxtp_1            8
sky130_fd_sc_hd__dlymetal6s4s_1      1
sky130_fd_sc_hd__clkbuf_1            1
sky130_fd_sc_hd__conb_1              1
sky130_fd_sc_hd__clkinv_2            1
sky130_fd_sc_hd__buf_12              1
sky130_fd_sc_hd__bufinv_16           1
sky130_fd_sc_hd__buf_2               9
sky130_fd_sc_hd__clkbuf_8            5
sky130_fd_sc_hd__buf_4               1
sky130_fd_sc_hd__dfrtp_1            40
-- cells in the mapped netlist (all sizes together) --
cell type   n  area share (%)
dfrtp      40              80
edfxtp      8              19
conb        1            0.30
-- repair_timing --
| action | CTS | global route |
|---|---|---|
| gates resized | 24 | 1 |
| setup endpoints to repair | 8 | 19 |
| hold buffers | 1 | 0 |
| endpoints found under the hold margin | 13 | 0 |
-- cell type report --
class,count,share of cell area (%)
Sequential cell,48,79.5
Tap cell,99,7.93
Timing Repair Buffer,12,5.45
Clock inverter,2,2.24
Clock buffer,6,4.65
Multi-Input combinational cell,1,0.240
-- worst max-delay path by stage --
stage	cells past startpoint	from	to	slack (ns)
finish	1	barrier[6]	barrier[6]	0.04
global route	1	barrier[1]	barrier[1]	-0.02
CTS	3	rst	barrier_out[38]	0.007
-- cells by family after synthesis --
logic type,after synthesis
other,1
DFF,48
Power figures rest on the tool's default switching activity, not on a simulated workload.
